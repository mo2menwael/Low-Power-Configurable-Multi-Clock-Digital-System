<file path="./config.mk">
export PLATFORM = sky130hd
export DESIGN_NAME = ALU
export DESIGN_NICKNAME = ALU
export VERILOG_FILES = /design/flow/design.v
export SDC_FILE = /design/flow/constraint.sdc
export NUM_CORES = 4
export LEC_CHECK = 1
export CORE_UTILIZATION = 40
</file>
<file path="./constraint.sdc">
current_design ALU

set clk_period 1.0
set clk_io_pct 0.2

create_clock -name clk0 -period $clk_period [get_ports {CLK}]

set non_clock_inputs [all_inputs -no_clocks]
set_input_delay [expr $clk_period * $clk_io_pct] -clock clk0 $non_clock_inputs
set_output_delay [expr $clk_period * $clk_io_pct] -clock clk0 [all_outputs]
</file>
<file path="./design.v">
module ALU #(parameter Operand_Width = 8, Output_Width = 2*Operand_Width) (
	input wire 		  			   CLK,
	input wire		  			   RST,
	input wire 					   EN,
	input wire [Operand_Width-1:0] A,
	input wire [Operand_Width-1:0] B,
	input wire [3:0]  			   ALU_FUN,
	output reg [Output_Width-1:0]  ALU_OUT,
	output reg 					   OUT_VALID
);
always @(posedge CLK or negedge RST)
 begin
 	if (~RST) begin
 		ALU_OUT   <= 'b0;
 		OUT_VALID <= 1'b0;
 	end
 	else if (EN) begin
 		OUT_VALID <= 1'b1;
 		case (ALU_FUN)
			4'b0000 : begin
						ALU_OUT <= A + B;
					  end
			4'b0001 : begin
						ALU_OUT <= A - B;
					  end
			4'b0010 : begin
						ALU_OUT <= A * B;
				  	  end
			4'b0011 : begin
						ALU_OUT <= A / B;
				  	  end
			4'b0100 : begin
						ALU_OUT <= A & B;
				      end
			4'b0101 : begin
						ALU_OUT <= A | B;
				 	  end
			4'b0110 : begin
						ALU_OUT <= ~(A & B);
					  end
			4'b0111 : begin
						ALU_OUT <= ~(A | B);
					  end
			4'b1000 : begin
						ALU_OUT <= A ^ B;
					  end
			4'b1001 : begin
						ALU_OUT <= ~(A ^ B);
					  end
			4'b1010 : begin
						ALU_OUT <= (A == B);
					  end
			4'b1011 : begin
						if(A > B)
							ALU_OUT <= 'd2;
						else
							ALU_OUT <= 'b0;
					  end
			4'b1100 : begin
						if(A < B)
							ALU_OUT <= 'd3;
						else
							ALU_OUT <= 'b0;
					  end
			4'b1101 : begin
						ALU_OUT <= A >> 1;
					  end
			4'b1110 : begin
						ALU_OUT <= A << 1;
					  end
			default : begin
						OUT_VALID <= 'b0;
					  end
		endcase
 	end
 	else begin
 		OUT_VALID <= 1'b0;
 	end
 end
endmodule
</file>
<file path="./run.sh">
#!/bin/bash
# OpenROAD 26Q1-2900-gdf79404cd8, Yosys 0.63+post, stock flow scripts
make -C /OpenROAD-flow-scripts/flow DESIGN_CONFIG=/design/flow/config.mk WORK_HOME=/design/flow/orfs finish
</file>
==> flow_summary_export.csv <==
group,metric,value,unit
timing,worst_pin_slew,739.9,ps
run,warnings,48,
logic_synthesis,numSynthFlops,17,
global_route,grt_pass1_vias,11830,
timing,fmax,0.04452,GHz
power,p_leak,8.220,nW
logic_synthesis,yosys.area.top_type_share,0.2045,
clocking,cts_htree_levels,1,
route,antennaDiodeCount,0,
global_route,grt_use_total,0.2972,
clocking,numCtsBuffers,3,
logic_synthesis,synth-async-reset-ratio,1.000,
logic_synthesis,mux_area_frac,0.03325,
critical_path,arrival,22610,ps
clocking,cts_sinks,17,
global_route,grt-ovfl-total,0,
logic_synthesis,ys_seq_frac,0.04267,
logic_synthesis,edf_count,0,
outcome,violations,"negative setup slack",
logic_synthesis,synth_stat.cells,1370,
critical_path,critPathKind,"in2reg",
route,routedWlPerCell,16.55,um
logic_synthesis,netlist.top_cell.by_area,"ha_1",
timing,hold-worst-slack,272.7,ps
placement,hpwl,28.84,mm
logic_synthesis,synthAoiAreaFrac,0.3039,
critical_path,r2r_cells,8,
floorplan,core-area,0.02439,mm2
floorplan,fp_util,0.4088,
run,cap_violations,0,
power,power-per-cell-area,4337,mW/mm2
timing,fin_crit,22460,ps
timing,rsz0062_at_grt,"true",
min_path,hp-class,"in2async",
critical_path,cp_top_family,"AND-OR/OR-AND gates",
power,vdd_drop_max,11.75,mV
logic_synthesis,topCellsByArea,"ha_1 (20%), fa_1 (7.6%), nor2_1 (5.8%)",
placement,place_area,0.01481,mm2
clocking,cts_root_buf,"clkbuf_16",
clocking,cts_tree,"yes",
placement,globalplace.congestion,1.024,
critical_path,r2r_start,"ALU_OUT[0]",
logic_synthesis,ys_sh_xor,0.05710,
critical_path,path_buffers,28,
route,via_count,12670,
cells_and_area,design_area,0.01677,mm2
critical_path,cpMaxStageDelayCell,"or4_4",
floorplan,die-area,0.02556,mm2
placement,portBuffers,39,
route,ant_nets,0,
logic_synthesis,netlist_area,0.009971,mm2
timing,finalWorstSetupSlack,-21460,ps
clocking,clockBufferDepth,2,
placement,dp_cells,2199,
clocking,ctsHoldBuffers,0,
critical_path,cp_slowest_stage_delay,570,ps
critical_path,critical_path.most_common_cell,"buf_4",
logic_synthesis,ys_types,99,
route,first_pass_iters,8,
route,drt-total-wl,38.59,mm
global_route,grt_pass1_wl,59.85,mm
timing,fin_worst_skew,0,ps
floorplan,die_w,159.9,um
route,viasPerCell,5.431,
logic_synthesis,top_logic_kind,"AND-OR/OR-AND gates",
logic_synthesis,syn_inst,1370,
clocking,clock_latency,260,ps
cells_and_area,synthToLayoutAreaGrowth,68.23,%
logic_synthesis,ff_type,"dfrtp_1",
critical_path,worst-r2r-setup-slack,-630,ps
floorplan,fp-row-count,57,
timing,final_max_slew_viol_count,0,
logic_synthesis,yosysWarnings,1,
critical_path,start_kind,"primary input",
clocking,clkTransAtPathRegs,70,ps
floorplan,fp.dieH,159.9,um
logic_synthesis,synthSimpleGateAreaFrac,0.2220,
outcome,status,"complete, but fails checks",
timing,timing.final.crit_share,22.46,
logic_synthesis,postSynthAreaPerCell,7.278,um2
cells_and_area,finalNonFillerCells,2332,
critical_path,reg2reg_to,"ALU_OUT[0]",
logic_synthesis,synthAdderAreaFrac,0.2808,
route,drc,0,
timing,hold_viol_final,0,
critical_path,end_kind,"flop",
floorplan,io_pins,40,
global_route,antenna_found_initial,1,
route,drt-initial-drc-count,803,
global_route,grt_max_degree,24,
logic_synthesis,synth-area-yosys,0.009971,mm2
critical_path,worstPathRequired,1150,ps
cells_and_area,drive_gt1_frac,0.4457,
timing,finalSetupViolCount,18,
power,finalPower,0.07275,W
critical_path,crit_path_max_fanout,7,
timing,slew_headroom,0.4940,
## per-stage QoR
| step | setup WS (ps) | utilization | TNS (ps) |
|---|---|---|---|
| 3_5_place_dp | -22360 | 0.6074 | -163840 |
| 3_3_place_gp | -21890 | 0.6074 | -161030 |
| 2_1_floorplan | -22900 | - | -155190 |
| 5_1_grt | -22570 | 0.6877 | -156030 |
| 6_report | -21460 | 0.6877 | -148200 |
| 4_1_cts | -21240 | 0.6492 | -150020 |
## Yosys cell counts, types with 5 or more instances
master    number
a211oi_1       9
a21boi_0       7
a21o_1        24
a21oi_1       86
a221oi_1      10
a22oi_1        8
a31oi_1       12
and2_1         9
buf_2          9
clkbuf_1      31
dfrtp_1       17
fa_1          38
ha_1         163
inv_1         96
mux2_2        20
mux2i_1        8
nand2_1      136
nand2b_1      12
nand3_1       25
nand4_1        7
nor2_1       155
nor2b_1        9
nor3_1        56
nor4_1        10
o211ai_1      16
o21a_1        43
o21ai_0       86
o21ai_1        5
o21bai_1      13
o221ai_1       8
o22ai_1       13
o31a_1         7
o31ai_1       26
or2_2         10
or3_1         15
xnor2_1       40
xor2_1        25
## routing by layer
metal,part of all wire,global-route usage
met1,0.46,0.4249
met2,0.46,0.4851
met3,0.050,0.03415
met4,0.029,0.06970
met5,0.00034,0
## how the worst max path moves through the flow
stage     start    endpoint  slack, ps  depth (start not counted)
6_report   B[5]  ALU_OUT[0]     -21460                        127
4_1_cts    B[0]  ALU_OUT[0]     -21240                        126
5_1_grt    B[0]  ALU_OUT[0]     -22570                        129
## layout by cell type (no fill, tap or decap), types with 8 or more instances in the layout
cell      count
mux2_2       14
or3_1        13
o31ai_1      19
nor2_4       10
buf_2        15
xnor2_1      37
or2_2         8
nor2_1      134
buf_12       11
a22oi_1       8
o21ai_1      19
inv_2         9
fa_1         35
buf_4       581
nand2b_1     12
nor2_2       14
xor2_1       25
nor2b_1       9
a21oi_2      20
a21o_1       24
o21a_1       42
buf_6        40
ha_1        135
nor4_1        9
nand3_1      22
conb_1        8
o22ai_1      12
o211ai_1     16
nand2_1     127
a21oi_1      63
a31oi_1      11
o21bai_1     12
o21ai_0      63
nor3_1       53
ha_4         24
mux2_4        8
inv_1        83
dfrtp_1      17
## where the power goes
| group | total, W | switching, W | internal [W] | leakage [nW] |
|---|---|---|---|---|
| sequential | 0.000887 | 0.0000693 | 0.000818 | 0.211 |
| combinational | 0.0710 | 0.0313 | 0.0396 | 7.97 |
| clock | 0.000903 | 0.000360 | 0.000542 | 0.0371 |
## worst register-to-register path: stages (launching register included)
cell	delay (ps)
dfrtp_1	410
nand2_1	80
o21ai_0	80
nor4_1	220
buf_4	160
nand2_1	50
a21oi_1	110
o211ai_1	90
o41a_1	300
## area by class of cell
cell class,count,area (um2)
tap,324,405.4
fill,1860,7617
clock inverter,1,7.507
multi-input combinational,1211,10040
timing repair buffer,675,5419
clock buffer,3,75.07
inverter,101,402.9
sequential,17,425.4
## logic make-up (layout without fill, tap and decap cells)
group,Yosys count,in the layout
simple gates,474,474
buf+inv,149,780
compound gates,433,433
other cells,1,8
flops,17,17
fa+ha+maj,201,201
xor+xnor,65,65
mux,30,30
## sequential cells by signal, indices dropped and copies added (netlist names)
register   cells
ALU_OUT       16
OUT_VALID      1
## repair_timing
| item | 4_1_cts | 5_1_grt |
|---|---|---|
| endpoints found under the hold margin | 0 | 0 |
| gates cloned | 2 | 0 |
| endpoints found under the setup margin | 34 | 22 |
| pin swaps | 85 | 108 |
| gates resized | 173 | 154 |
| setup buffers | 83 | 48 |
Power and IR drop assume default switching activity.
